### run.sh
#!/bin/bash
# OpenROAD 26Q1-2900-gdf79404cd8, Yosys 0.63+post, stock flow scripts
make -C /OpenROAD-flow-scripts/flow DESIGN_CONFIG=/design/flow/config.mk WORK_HOME=/design/flow/orfs finish
### config.mk
export PLATFORM = sky130hd
export DESIGN_NAME = PC_16
export DESIGN_NICKNAME = PC_16
export VERILOG_FILES = /design/flow/design.v
export SDC_FILE = /design/flow/constraint.sdc
export NUM_CORES = 4
export LEC_CHECK = 1
export CORE_AREA = 10 10 100 100
export DIE_AREA = 0 0 110 110
### constraint.sdc
current_design PC_16

set clk_period 2.4
set clk_io_pct 0.2

create_clock -name clk0 -period $clk_period [get_ports {clk}]

set non_clock_inputs [all_inputs -no_clocks]
set_input_delay [expr $clk_period * $clk_io_pct] -clock clk0 $non_clock_inputs
set_output_delay [expr $clk_period * $clk_io_pct] -clock clk0 [all_outputs]
### design.v
module PC_16(
    pc,enable,reset,clk,pin,pcin
);
    output reg[15:0] pc;
    input enable,clk,reset,pin;
    input[15:0] pcin;
    initial
    begin
     pc = 16'b0;
    end
    always@(posedge clk)
    begin
        if(reset)
            pc = 16'b0;
        else if(enable)
            pc = pc + 1;
        else pc = pc;
    end
    always@(*)
    begin
        if(pin)
            pc = pcin;
    end
endmodule
==> flow_metrics.py <==
# Flow results
metrics = {
    "outcome": {
        "lastStage": "1_2_yosys",
        "stop_error": "ERROR: Found 16 problems in 'check -assert'.",
        "run_status": "did not finish",
    },
    "logic_synthesis": {
        "ys_ff": 32,
        "ys_cells": 100,
        "yosysWarnings": 1,
        "ys_types": 27,
        "yosys_area_sq_um": 985,
    },
}
## Yosys cell counts
cell type  number  area, sq um
a21oi_1         2         10.0
a31o_2          1         8.76
and3_1          1         6.26
and4_1          2         17.5
buf_1           1         3.75
buf_4           1         7.51
clkbuf_1        1         3.75
dfxtp_1        16          320
dlxtp_1        16          240
ha_1            1         12.5
inv_1           1         3.75
mux2_2          3         33.8
mux2i_1         1         10.0
nand2_1         5         18.8
nand2b_1        1         6.26
nand3_1         5         25.0
nand4_1         5         31.3
nand4_2         1         12.5
nor2_1         15         56.3
nor2b_1         4         25.0
nor3_1          3         15.0
nor4_1          1         6.26
o21ai_0         1         5.00
or3_1           1         6.26
or4_4           1         11.3
xnor2_1         4         35.0
xor2_1          6         52.6
## cells by family after synthesis
logic type / share of synthesized area
simple gates: 0.241
buf+inv: 0.0191
mux: 0.0445
flops: 0.325
fa+ha+maj: 0.0127
latches: 0.244
xor+xnor: 0.0889
compound gates: 0.0241
